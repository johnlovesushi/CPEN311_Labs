$ cat /design/flow/config.mk
export PLATFORM = sky130hd
export DESIGN_NAME = Modulation
export DESIGN_NICKNAME = Modulation
export VERILOG_FILES = /design/flow/design.v
export SDC_FILE = /design/flow/constraint.sdc
export NUM_CORES = 4
export LEC_CHECK = 1
export CORE_UTILIZATION = 50
$ cat /design/flow/constraint.sdc
current_design Modulation

set clk_period 3.5
set clk_io_pct 0.2

create_clock -name clk0 -period $clk_period [get_ports {clk}]
create_clock -name clk1 -period $clk_period [get_ports {clk_sample}]

set non_clock_inputs [all_inputs -no_clocks]
set_input_delay [expr $clk_period * $clk_io_pct] -clock clk0 $non_clock_inputs
set_output_delay [expr $clk_period * $clk_io_pct] -clock clk0 [all_outputs]
$ cat /design/flow/design.v
`default_nettype none
module 
picoblaze_template
#(
parameter clk_freq_in_hz = 25000000
) (
				output reg led_0,
				output reg[7:0] led,
				input clk, interrupt_event,
				input [7:0] input_data
			     );
wire[9:0]  address;
wire[17:0]  instruction;
wire[7:0]  port_id;
wire[7:0]  out_port;
reg[7:0]  in_port;
wire  write_strobe;
wire  read_strobe;
reg  interrupt;
wire  interrupt_ack;
wire  kcpsm3_reset;
reg[26:0] int_count;
pacoblaze3 led_8seg_kcpsm
(
                  .address(address),
               .instruction(instruction),
                   .port_id(port_id),
              .write_strobe(write_strobe),
                  .out_port(out_port),
               .read_strobe(read_strobe),
                   .in_port(in_port),
                 .interrupt(interrupt),
             .interrupt_ack(interrupt_ack),
                     .reset(kcpsm3_reset),
                       .clk(clk));
 wire [19:0] raw_instruction;
	pacoblaze_instruction_memory 
	pacoblaze_instruction_memory_inst(
     	.addr(address),
	    .outdata(raw_instruction)
	);
	always @ (posedge clk)
	begin
	      instruction <= raw_instruction[17:0];
	end
    assign kcpsm3_reset = 0;                       
 always @ (posedge clk or posedge interrupt_ack)   
 begin
      if (interrupt_ack)  
            interrupt <= 0;
      else
		begin 
		      if (interrupt_event)    
      		      interrupt <= 1;
          		else
		            interrupt <= 0;
      end
 end
always @ (posedge clk)
 begin
    case (port_id[7:0])
        8'h0:    in_port <= input_data;   
        default: in_port <= 8'bx;
    endcase
end
always @ (posedge clk)
begin
	if (write_strobe & port_id[7])
		led <= out_port;
   if (write_strobe & port_id[6]) 	
		led_0 <= out_port;
end
endmodule
module Modulation(input clk,	 
						input clk_sample,	 
						input [1:0] signal_selector,
						input [1:0] modulation_selector,
						input [1:0]ctrl,
						input qpsk,
						input [11:0] cos,
						input [11:0] sin,
						input [11:0] saw,
						input [11:0] squ,
						output [11:0] modulation,	 
						output [11:0] signal);		 
	logic [11:0] signal_temp, modulation_temp;
	always@* begin
		if		 (signal_selector[1:0] == 2'b00) signal_temp = sin; 
		else if(signal_selector[1:0] == 2'b01) signal_temp = cos; 
		else if(signal_selector[1:0] == 2'b10) signal_temp = saw; 
		else if(signal_selector[1:0] == 2'b11) signal_temp = squ; 
	end
	always@* begin
		if (qpsk) modulation_temp = ctrl[0]? (ctrl[1]? sin: ~sin+1): (ctrl[1]? cos: ~cos+1); 
		else if(modulation_selector[1:0] == 2'b00) modulation_temp = ctrl[0]? sin: 0; 
		else if(modulation_selector[1:0] == 2'b01) modulation_temp = sin; 
		else if(modulation_selector[1:0] == 2'b10) modulation_temp = ctrl[0]? (~sin+1): sin; 
		else if(modulation_selector[1:0] == 2'b11) modulation_temp = ctrl[0]? 12'b0:12'b100000000000;
	end
	Clock_crossing sig (.fast_clk(clk), .slow_clk(clk_sample), .data_in(signal_temp), .data_out(signal));
	Clock_crossing mod (.fast_clk(clk), .slow_clk(clk_sample), .data_in(modulation_temp), .data_out(modulation));
endmodule
module Clock_crossing (input fast_clk,
							  input slow_clk,
							  input [11:0] data_in,
							  output [11:0] data_out);
	logic [11:0] reg1_out, reg3_out;
	logic en, temp;
	DFFf #(12) reg1 (data_in,  1'b1, fast_clk, reg1_out);
	DFFf #(12) reg3 (reg1_out, en,   fast_clk, reg3_out);
	DFFf #(12) reg2 (reg3_out, 1'b1, slow_clk, data_out);
	DFFf #(1)  s1 	(slow_clk, 1'b1, ~fast_clk, temp);
	DFFf #(1)  s2 	(temp, 	  1'b1, ~fast_clk, en);
endmodule
module DFFf (d, enable, clk, q);
	parameter N = 1;
	input [N-1:0] d;
	input logic enable;
	input clk;
	output logic [N-1: 0] q;
	always_ff@(posedge clk)
		if(enable) q <= d;
		else q <= q;
endmodule
$ cat /design/flow/run.sh
#!/bin/bash
# OpenROAD 26Q1-2900-gdf79404cd8, Yosys 0.63+post, stock flow scripts
make -C /OpenROAD-flow-scripts/flow DESIGN_CONFIG=/design/flow/config.mk WORK_HOME=/design/flow/orfs finish
==> run notes <==
run results: Hold Crit Class=clk -> reg, cell count in the Yosys report=~310, clock tree from TritonCTS=yes, maximum number of pins on one net before global-route repair=25, capturing element type of the critical path=flip-flop, final wirelength=around 7700 µm, critical path class=in -> reg, Yosys top cell by area=dfxtp_1, Mapped Cells=between 300 and 400, warning count from the yosys run=3, Cell Area, Synth=3630 µm², number of standard-cell rows in the floorplan=30, most common flop cell mapped by yosys=dfxtp_1, largest cells by area after synthesis=dfxtp_1 28%, edfxtp_1 20%, dlxtn_1 9.9%, mux4_2 7.4%, a21oi_1 3.3%, total die size=between 7000 and 8000 µm², ratio of routed vias to standard cells=approximately 5.2, die width=87.3 µm, estimated wirelength of the detail-placed design=roughly 5600 µm, unrepaired setup endpoints after global routing=false, tally of unique sky130hd cells used after synthesis=61, total instance count after detailed placement=between 400 and 500, CORE AREA=about 6900 µm², die outline height=between 80 and 90 µm, Initial DRT Pass Iterations=4, type of element launching the critical path=primary input, fin area=4750 µm², number of buffers added for setup after CTS=0, pwr/cell area=between 400 and 500 nW/µm², crit path max fanout=23, Pins Over Slew Limit=0, footprint of the flip-flops and latches=approximately 2100 µm², final-layout fill cell count=around 530, leakage component of the power=around 1.9 nW, io pins=a little over 80, wire length of the first global-routing pass=12600 µm, count of non-filler cells in the finished layout=504, most popular library cell in the synthesized design by count=dfxtp_1, number of register bits inferred by synthesis=slightly below 100, failing checks=hold timing, Final Skew=about 0.057 ns, number of enable flip-flop cells=24, Iter 0 DRT Violations=146, Power Total=1.91 mW, overall track demand over capacity in global routing=0.231, fraction of synthesis flops using an asynchronous set or reset pin=0, Placed Area=about 4500 µm², Worst IR Drop VDD=~0.00027 V, number of remaining DRC errors=0, vias in the first global route=2501, synthesized chip area reported by yosys=3630 µm², share of Yosys cell area claimed by the top area cell type=0.275, area occupied by multi-input gates=approximately 1500 µm², number of port buffers=between 70 and 80, Vias=approximately 2600, Tool Warnings=29, run status=finished with violations, register pins left without a clock=24, GR Overflow Total=0, final setup fails=0, data arrival at the endpoint of the critical path=approximately 3.4 ns, total of hold buffers inserted after clock tree synthesis=0, setup TNS=0 ns, post_cts resized=0, count of endpoints without a timing constraint=24, hold violation total from the final report=1, gp weighted congestion=roughly 0.91, clock slew seen by the registers of the worst setup and hold paths=approximately 0.080 ns, Area growth syn-to-layout=30.8%, measured slew at the worst slew-check pin=around 0.84 ns, average size of a mapped cell=11.8 µm², antenna viol nets, final=0, post-route worst hold slack=-0.0842 ns, relative slew slack=0.441, Routed WL per cell=~15 µm, initial antenna violation count=0, Core Util at FP=0.526, Inserted Diodes=0, required time reported for the critical path endpoint=3.75 ns, commonest cells in the netlist=50 x dfxtp_1, 24 x a21oi_1, 24 x dlxtn_1, 24 x edfxtp_1, 18 x nor2_1, post-layout util=0.688, layout cell share with drive strength beyond 1=0.105, Max-cap violations=0
==> critical path, stage by stage <==
cell             delay, ns
clkdlybuf4s50_1       1.02
nand3b_1              0.42
or4_2                 0.70
nand3_1               0.11
a211o_1               0.14
dlxtn_1               0.33
==> final timing paths <==
path | startpoint | to | slack [ns] | cells after the start
max | ctrl[0] | mod.reg1.q[7] | 0.32 | 6
min | clk_sample | sig.s1.q | -0.08 | 2
max reg2reg | mod.s2.q | mod.reg3.q[7] | 0.75 | 1
min reg2reg | sig.reg3.q[3] | sig.reg2.q[3] | 0.27 | 0
max in group clk1 | mod.reg3.q[6] | mod.reg2.q[6] | 3.05 | 0
min in group clk1 | sig.reg3.q[3] | sig.reg2.q[3] | 0.27 | 0
==> cell usage in the layout, fill, tap and decap left out, types with 4 or more instances in the layout <==
master           count
nor2_1              18
nand2_1             12
dfxtp_1             50
clkbuf_8            12
o21ai_0             12
xnor2_1              5
nor3_1               9
dlxtn_1             24
xor2_1              11
clkdlybuf4s50_1     79
nand3_1              7
edfxtp_1            24
mux4_2              12
a21oi_1             24
inv_1               12
a31oi_1              6
nand2b_1             4
conb_1              24
==> report_power, final <==
group	internal (mW)	switching (mW)	total [mW]	leakage, nW
registers	0.934	0.00577	0.939	0.829
logic	0.128	0.122	0.250	0.904
clock network	0.432	0.286	0.718	0.125
total	1.49	0.413	1.91	1.86
==> state kept, by name (all words and copies together), names as in the netlist <==
signal	flops
mod.reg3.q	12
sig.s1.q	1
mod.s2.q	1
modulation_temp	12
sig.reg3.q	12
sig.reg1.q	12
mod.reg2.q	12
sig.reg2.q	12
mod.reg1.q	12
signal_temp	12
==> through the flow <==
stage | hold slack [ns] | worst slack [ns]
2_1_floorplan | 0.0449 | 0.576
3_3_place_gp | 0.0449 | 0.0838
3_5_place_dp | 0.0449 | 0.0906
4_1_cts | -0.0827 | 0.388
5_1_grt | -0.100 | 0.223
6_report | -0.0842 | 0.315
==> layer usage <==
metal / track usage / up-vias / part of all wire
met2: 0.354 / 101 / 0.48
li1: - / 1304 / -
met3: 0.0385 / 12 / 0.056
met4: 0.0417 / 0 / 0.020
met5: 0 / - / 0
met1: 0.372 / 1222 / 0.45
==> logic make-up after synthesis <==
family	share of synthesized area
multiplexers	0.0871
XOR/XNOR	0.0386
flip-flops	0.474
AND/OR/NAND/NOR	0.120
adder cells (fa/ha/maj)	0.00688
latches	0.0991
AND-OR/OR-AND	0.127
buffers and inverters	0.0468
other	0.00103
==> layout make-up <==
cell class                      instances  share of cell area
Tap cell                               96              0.0253
Multi-Input combinational cell        201               0.309
Sequential cell                        98               0.438
Clock buffer                           14              0.0408
Timing Repair Buffer                   82               0.171
Inverter                               10             0.00790
Clock inverter                          3             0.00790
Power and IR drop assume default switching activity.
