`/design/flow/run.sh`:
```
#!/bin/bash
# OpenROAD 26Q1-2900-gdf79404cd8, Yosys 0.63+post, stock flow scripts
make -C /OpenROAD-flow-scripts/flow DESIGN_CONFIG=/design/flow/config.mk WORK_HOME=/design/flow/orfs finish
```
`/design/flow/constraint.sdc`:
```
current_design blockram

set clk_period 38.2
set clk_io_pct 0.2

create_clock -name clk0 -period $clk_period [get_ports {clk}]

set non_clock_inputs [all_inputs -no_clocks]
set_input_delay [expr $clk_period * $clk_io_pct] -clock clk0 $non_clock_inputs
set_output_delay [expr $clk_period * $clk_io_pct] -clock clk0 [all_outputs]
```
`/design/flow/config.mk`:
```
export PLATFORM = sky130hd
export DESIGN_NAME = blockram
export DESIGN_NICKNAME = blockram
export VERILOG_FILES = /design/flow/design.v
export SDC_FILE = /design/flow/constraint.sdc
export NUM_CORES = 4
export LEC_CHECK = 1
export CORE_UTILIZATION = 30
export SYNTH_MEMORY_MAX_BITS = 65536
```
`/design/flow/design.v`:
```
`default_nettype none
module 
picoblaze_template
#(
parameter clk_freq_in_hz = 25000000
) (
				output reg led_0,
				output reg[7:0] led,
				input clk, interrupt_event,
				input [7:0] input_data
			     );
wire[9:0]  address;
wire[17:0]  instruction;
wire[7:0]  port_id;
wire[7:0]  out_port;
reg[7:0]  in_port;
wire  write_strobe;
wire  read_strobe;
reg  interrupt;
wire  interrupt_ack;
wire  kcpsm3_reset;
reg[26:0] int_count;
pacoblaze3 led_8seg_kcpsm
(
                  .address(address),
               .instruction(instruction),
                   .port_id(port_id),
              .write_strobe(write_strobe),
                  .out_port(out_port),
               .read_strobe(read_strobe),
                   .in_port(in_port),
                 .interrupt(interrupt),
             .interrupt_ack(interrupt_ack),
                     .reset(kcpsm3_reset),
                       .clk(clk));
 wire [19:0] raw_instruction;
	pacoblaze_instruction_memory 
	pacoblaze_instruction_memory_inst(
     	.addr(address),
	    .outdata(raw_instruction)
	);
	always @ (posedge clk)
	begin
	      instruction <= raw_instruction[17:0];
	end
    assign kcpsm3_reset = 0;                       
 always @ (posedge clk or posedge interrupt_ack)   
 begin
      if (interrupt_ack)  
            interrupt <= 0;
      else
		begin 
		      if (interrupt_event)    
      		      interrupt <= 1;
          		else
		            interrupt <= 0;
      end
 end
always @ (posedge clk)
 begin
    case (port_id[7:0])
        8'h0:    in_port <= input_data;   
        default: in_port <= 8'bx;
    endcase
end
always @ (posedge clk)
begin
	if (write_strobe & port_id[7])
		led <= out_port;
   if (write_strobe & port_id[6]) 	
		led_0 <= out_port;
end
endmodule
module blockram(
	clk, rst,
	enb, wen, addr, din, dout
);
parameter width = 8, depth = 10, size = 1<<depth;
input clk, rst, enb, wen;
input [depth-1:0] addr;
input [width-1:0] din;
output reg [width-1:0] dout;
reg [width-1:0] ram[0:size-1];
always @(posedge clk)
	if (rst) dout <= 'hx;  
	else if (enb)
		if (wen) ram[addr] <= din;
		else dout <= ram[addr];
endmodule
```
==> deck_impl_summary.md <==
Physical Implementation Snapshot

Floorplan
  – Die area: 1060000 um^2
  – Die height: 1.03 mm
  – Die W: 1.03 mm
  – # IOs: 30
  – Initial Util: 30.1%
  – Rows: 377
  – Core area: 1050000 um^2

Job
  – # Max-Cap Violations: 0
  – Tool warnings: 58

Critical path
  – Crit-path max cell delay: 0.76 ns
  – CP Capture Type: flip-flop
  – Reg2Reg Depth: 8
  – Reg2reg setup slack: 34.58 ns
  – Reg2reg end: dout[7]$_DFFE_PP_
  – CP required: 39.09 ns
  – Worst Path Max Fanout: 75
  – Worst path cell trace: buf_16, buf_4, buf_4, buf_4, buf_4, buf_4, buf_4, mux2i_1, o22ai_1, nor4_1, buf_4, nand3_1, nand4_1, and4b_1, nand4b_1
  – Crit path top cell by count: buf_4
  – Critical path type: input port to flip-flop
  – Worst Setup Start Kind: input port
  – Worst EP arrival: 14.88 ns
  – Critical-path top delay cell: nand4_1
  – FF-to-FF Start: ram[399][7]$_DFFE_PP_

Route
  – Post-route ant nets: 0
  – WL final: 913 mm
  – Via count: 163k
  – Via density: 5.06
  – WL per Instance: 28.3 um
  – Drt initial violations: 11.4k
  – Router iterations before antenna repair: 6
  – Post-route DRC: 0

STA
  – F_max: 71.5 MHz
  – Cycle use final: 36.6%
  – Slew @ Worst Pin: 1.30 ns
  – RSZ-0062 raised after global routing: false
  – Fin. Hold Viols: 0
  – Setup TNS: 0 ns
  – Normalized max-slew margin: 13.4%
  – Fin crit period: 13.99 ns
  – Max Clock Skew: 0.0938 ns
  – Final setup viols: 0
  – Max-slew violation count: 0

Clocking
  – Post CTS Setup Buffer Count: 0
  – CTS root buffer: clkbuf_16
  – CTS Hold Buffers Added: 0
  – Worst-Skew Late Latency: 1.17 ns
  – CTS tree: built
  – Clk pin slew, worst setup/hold paths: 0.06 ns
  – CTS buffer count: 808
  – Clock Sinks: 8200
  – H-tree depth: 6
  – CTS resizes: 0
  – Max clock buf depth: 4

Logic synthesis
  – Top post-synthesis cells by count: edfxtp_1, mux2i_1, nor2_1
  – Synth Instances: 16.8k
  – Top_reg_cell synth: edfxtp_1
  – Mean post-synth cell area: 18.9 um^2
  – Cell type with the largest total area: edfxtp_1
  – Chip area in the Yosys report: 317000 um^2
  – Synth Warn #: 1
  – Seq/Total Area, Yosys: 77.8%
  – Ys flops: 8200
  – Synth Cell Area: 317000 um^2
  – Yosys cell count: 16.8k
  – Top cell area share: 77.8%
  – Async SR Flop Fraction: 0%
  – Yosys top cell by instances: edfxtp_1
  – Cell Type Count: 77
  – EDFF count, synth: 8200
  – Biggest area cells: edfxtp_1, mux2i_1, mux4_2

Global routing
  – Pin count of the biggest net entering global routing: 146
  – First-pass GRT wire length: 1280 mm
  – Initial antenna violation count: 95
  – Total GRT Usage: 18.1%
  – Vias in the first global route: 172k
  – GRT overflow: 0

Outcome
  – Status: complete, no violations

Placement
  – Port buffer count: 29
  – DP HPWL: 570 mm
  – Routability congestion estimate: 0.915

Worst hold path
  – WHS Endpoint: dout[0]$_DFFE_PP_
  – HP Start: ram[836][0]$_DFFE_PP_
  – Hold Crit Class: flip-flop to flip-flop
  – Hold depth: 7

Power
  – Leak: 116 nW
  – Total power draw: 0.0183 W
  – VDD IR-drop max: 0.0524 mV
  – Pwr/cell area: 50.6 nW/um^2

Layout
  – Share of layout cells above drive strength 1: 14.7%
  – Area grow syn2layout: 14.2%
==> kinds of logic (layout without fill, tap and decap cells) <==
| kind of cell | after synthesis | in the layout | share of synthesized area, % |
|---|---|---|---|
| flip-flops | 8200 | 8200 | 77.8 |
| multiplexers | 3423 | 3423 | 13.6 |
| AND/OR/NAND/NOR | 2218 | 2218 | 3.10 |
| AND-OR/OR-AND | 1858 | 1858 | 3.84 |
| buffers and inverters | 1088 | 2255 | 1.65 |
| other | 0 | 275 | 0 |
==> metrics by stage <==
step / cells / util [%] / instance area, um^2 / setup WS [ns] / hold WS (ns)
after floorplan: 16800 / - / 317000 / 27.86 / 0.853
after global placement: 30500 / 31.9 / 336000 / 23.17 / 1.15
after detailed placement: 30500 / 31.9 / 336000 / 23.23 / 1.12
after CTS: 32000 / 34.3 / 361000 / 24.45 / 1.13
after global routing: 32100 / 34.3 / 361000 / 24.01 / 1.22
final: 32300 / 34.3 / 361000 / 24.21 / 1.12
==> placed cells by master, fill, tap and decap left out, types with 11 or more instances in the layout <==
master,count
nor3_1,143
mux4_2,694
o21a_1,12
o2111ai_1,25
a31oi_1,55
nand4_1,32
a22o_1,36
nor2_1,1297
a211oi_2,18
edfxtp_1,8200
nand2_1,217
clkinv_16,13
o22ai_1,1130
buf_12,22
o211ai_1,19
mux2i_1,2701
a22oi_1,181
a211oi_1,58
bufinv_16,45
or3_1,18
clkinv_1,225
nand3b_1,12
nand3_1,145
clkinv_2,121
diode_2,275
mux2_2,20
inv_16,13
nand2_4,32
nor4_1,241
a21oi_1,17
clkdlybuf4s50_1,11
o221ai_1,15
buf_4,740
clkbuf_1,197
o21ai_0,214
clkbuf_16,815
inv_6,12
==> state kept, by name, summed over array words and instances (netlist names) <==
name,cells
dout,8
ram,8192
==> how the worst max path moves through the flow <==
| stage | cells past startpoint | endpoint | startpoint | slack [ns] |
|---|---|---|---|---|
| 6_report | 15 | dout[2]$_DFFE_PP_ | addr[1] | 24.21 |
| 5_1_grt | 15 | dout[2]$_DFFE_PP_ | addr[1] | 24.01 |
| 4_1_cts | 15 | dout[2]$_DFFE_PP_ | addr[1] | 24.45 |
==> report_power, final <==
part	internal (W)	switching [W]	total, W
combinational	0.000238	0.000563	0.000801
sequential	0.00990	0.00000629	0.00991
clock	0.00422	0.00335	0.00756
==> per-layer routing <==
layer  vias to the layer above  part of all wire (%)  global-route usage (%)  wire [um]
li1                      69600                     -                       -          -
met1                     82100                    31                    19.0     286000
met2                      9548                    45                    26.1     411000
met3                      1796                    18                    15.1     168000
met4                       145                   5.0                    7.70      45800
met5                         -                  0.25                   0.962       2280
==> layout make-up <==
type	count	area, um^2
Fill cell	97100	691000
Multi-Input combinational cell	7499	65600
Tap cell	14000	17500
Clock buffer	1012	21100
Sequential cell	8200	246000
Timing Repair Buffer	791	6360
Antenna cell	275	688
Clock inverter	449	3790
Inverter	3	11.3
==> critical path, delay by kind of cell <==
kind	cells	cell delay (ns)
mux	1	0.27
compound gates	1	0.12
simple gates	5	2.08
buf+inv	8	4.53
No activity file was given, so power comes from the tool's default toggle rates.
